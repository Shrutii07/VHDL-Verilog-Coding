==> /design/flow/design.v <==
module Counter_sync #(parameter N=4) (
input clock,
input reset,
output reg [3:0] out
);
always @(posedge clock)
begin
if (!reset)
out <= 0;
else
out <= out+1;
end
endmodule
==> /design/flow/constraint.sdc <==
current_design Counter_sync

set clk_period 1.2
set clk_io_pct 0.2

create_clock -name clk0 -period $clk_period [get_ports {clock}]

set non_clock_inputs [all_inputs -no_clocks]
set_input_delay [expr $clk_period * $clk_io_pct] -clock clk0 $non_clock_inputs
set_output_delay [expr $clk_period * $clk_io_pct] -clock clk0 [all_outputs]
==> /design/flow/run.sh <==
#!/bin/bash
# OpenROAD 26Q1-2900-gdf79404cd8, Yosys 0.63+post, stock flow scripts
make -C /OpenROAD-flow-scripts/flow DESIGN_CONFIG=/design/flow/config.mk WORK_HOME=/design/flow/orfs finish
==> /design/flow/config.mk <==
export PLATFORM = sky130hd
export DESIGN_NAME = Counter_sync
export DESIGN_NICKNAME = Counter_sync
export VERILOG_FILES = /design/flow/design.v
export SDC_FILE = /design/flow/constraint.sdc
export NUM_CORES = 4
export LEC_CHECK = 1
export CORE_AREA = 10 10 70 70
export DIE_AREA = 0 0 80 80
==> reports/metrics.yaml <==
status: "finished clean"
slowest_stage: "dfxtp_2"
syn_area_per_cell_um2: 11.2
vias: 117
wl_per_cell_um: 5.59
initCoreUtil_pct: 4.25
yosysUniqueCellTypes: 9
yosysTopAreaCell: "dfxtp_1"
grt_pass1_wl_um: 579
wl_um: 380
synth_seq_share_pct: 55.2
grt_antenna_before_repair: 0
leakage_uw: 0.000127
grt_max_degree: 6
drc: 0
io_pins: 6
regMostFlops: "out"
die_w_um: 80
drv_slew: 0
clkTransAtPathRegs_ns: 0.04
rsz0062_at_grt: "false"
finalCriticalPeriod_ns: 1.06
synthToLayoutAreaGrowth_pct: 94.8
cellPowerDensity_mw_per_mm2: 1230
drt-initial-drc-count: 10
ir_drop_mv: 0.382
rows: 21
syn_inst: 13
drive_above_1_share_pct: 36.4
hold_path_class: "flip-flop to flip-flop"
fin_crit_sh_pct: 88.7
synth_flops: 4
reg.largest.list: "out x4"
root_buffer: "clkbuf_4"
clock_sinks: 4
clockBufferDepth: 2
tns_ns: 0
die-area_mm2: 0.00640
start_kind: "flip-flop"
cts_inserted_buffers: 3
hold_path_startpoint: "out[0]$_SDFF_PN0_"
path_cells: "dlygate4sd2_1"
total_power_uw: 347
ys_area_um2: 145
syn_area_um2: 145
reg2reg_from: "out[0]$_SDFF_PN0_"
slowest_delay_ns: 0.32
portBuffers: 5
coreArea_mm2: 0.00342
clk_latency_ns: 0.23
grt_usage_pct: 1.27
tool_warnings: 25
setup_viol: 0
fin_skew_ns: 0.000157
endpoint_kind: "output port"
maxSlewHeadroom_pct: 90.0
ys_warn_count: 1
top_area_share_pct: 55.2
yosys_cells: 13
fmax_mhz: 940
synthTopCellsByArea: "dfxtp_1 55%, and2_1 8.6%, ha_1 8.6%"
dieHeight_um: 80
cts-htree-levels: 1
cp.required_ns: 0.96
worst_slew_pin_slew_ns: 0.150
hold_viol: 0
routabilityCongestion: 0.591
nFillCells: 415
grt_pass1_vias: 119
grt_overflow: 0
crit_fanout: 4
num_antenna_cells: 0
crit_start: "out[0]$_SDFF_PN0_"
largest_register_ff_count: 4
drt_pre_antenna_iters: 3
critPathBufInv: 1
drtAntennaViolNets: 0
cap_violations: 0
cp.arrival_ns: 0.82
cpLargestDelayFamily: "flip-flops"
vias_per_cell: 1.72
path_class: "flip-flop to output port"
cts_tree: "yes"
## cell usage in the layout, fill, tap and decap left out
cell	Yosys	final
clkbuf_4	0	3
nand2b_1	1	1
nand3_1	1	1
nand2_1	1	1
dfxtp_2	0	4
dlygate4sd2_1	0	4
xor2_1	1	1
nor2b_1	1	1
clkdlybuf4s50_1	0	1
ha_1	1	1
buf_4	0	1
mux2i_1	1	1
and2_1	2	2
## kinds of logic after synthesis
group	share of synthesized area [%]
xor+xnor	6.04
fa+ha+maj	8.62
flops	55.2
mux	6.90
simple gates	23.3
## final timing paths
path	end	slack (ns)	depth (start not counted)
worst max register to register	out[2]$_SDFF_PN0_	0.29	3
worst min-delay path	out[0]$_SDFF_PN0_	0.43	1
worst max-delay path	out[0]	0.14	1
worst min register to register	out[0]$_SDFF_PN0_	0.43	1
## area by class of cell
cell class              instances  area (µm²)  area share [%]
clock buffers                   3        22.5            7.96
flip-flops and latches          4        85.1            30.1
well taps                      46        57.6            20.4
multi-input cells               9        65.1            23.0
repair buffers                  6        52.6            18.6
## worst register-to-register path: cells and delay by family (launching register included)
kind,cells,cell delay (ns)
xor+xnor,1,0.13
fa+ha+maj,1,0.20
flops,1,0.32
simple gates,1,0.14
## layer usage
metal	wire length, µm	GRT usage [%]
met1	226	1.79
met2	91	0.803
met3	62	1.70
met4	0	0.528
met5	0	0
## cells in the mapped netlist
cell / count
nor2b_1: 1
nand2_1: 1
dfxtp_1: 4
mux2i_1: 1
ha_1: 1
xor2_1: 1
nand2b_1: 1
and2_1: 2
nand3_1: 1
## report_power, final
part | leakage [µW] | switching (µW) | total, µW | internal, µW
logic | 0.0000792 | 11.4 | 31.8 | 20.5
clock network | 0.0000138 | 52.7 | 164 | 112
registers | 0.0000343 | 6.65 | 151 | 144
## timing repair
item,CTS,global route
hold endpoints to repair,0,0
buffers inserted,1,0
setup endpoints to repair,4,0
hold buffers,0,0
resized,8,0
## per-stage QoR
stage | setup slack, ns | utilization, % | cells | area [µm²] | hold WS, ns
final | 0.136 | 8.28 | 68 | 283 | 0.426
after global routing | 0.104 | 8.28 | 68 | 283 | 0.441
after CTS | 0.132 | 8.28 | 68 | 283 | 0.426
after detailed placement | 0.0869 | 7.40 | 64 | 253 | 0.453
after global placement | 0.0989 | 7.40 | 64 | 253 | 0.448
after floorplan | 0.324 | - | 13 | 145 | 0.362
Power is estimated from default activity; no workload was simulated.
